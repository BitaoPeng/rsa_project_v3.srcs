==> design/flow/design.v <==
module CSA_MUX #(
    parameter   N = 128)(
    input [N-1:0] a,
    input [N-1:0] b,
    input cin,
    output [N-1:0] sum,
    output cout
    );
    localparam  M = 128;
    localparam  m = N/M;
    wire    [3*(m-1):0]         mux_c;
    wire    [M-1:0] mux_sum_0[(m-2):0];
    wire    [M-1:0] mux_sum_1[(m-2):0];
    carry_chain_adder#(M) carry_chain_adder_inst (a[M-1:0], b[M-1:0], cin, sum[M-1:0], mux_c[0]);
    genvar i;
    generate
        for(i=1; i<m; i=i+1) 
        begin
            carry_chain_adder#(M) carry_chain_adder_inst_0( a[M*i +: M], b[M*i +: M], 0, mux_sum_0[i-1], mux_c[(3*i)-2]);
            carry_chain_adder#(M) carry_chain_adder_inst_1( a[M*i +: M], b[M*i +: M], 1, mux_sum_1[i-1], mux_c[(3*i)-1]);
            assign sum[M*i +: M] = (mux_c[3*(i-1)] == 0)? mux_sum_0[i-1] : mux_sum_1[i-1];
            assign mux_c[3*i] = (mux_c[3*(i-1)] == 0)? mux_c[(3*i)-2] : mux_c[(3*i)-1];
        end
    endgenerate
    assign cout = mux_c[3*(m-1)];
endmodule
`timescale 1ns / 1ps
module carry_chain_adder #(
    parameter M = 32)
    (
    input    [M-1:0] a,
    input    [M-1:0] b,
    input            cin,
    output   [M-1:0] sum,
    output           cout 
    );
    assign {cout, sum} = a + b + cin;
endmodule
==> design/flow/run.sh <==
#!/bin/bash
# OpenROAD 26Q1-2900-gdf79404cd8, Yosys 0.63+post, stock flow scripts
make -C /OpenROAD-flow-scripts/flow DESIGN_CONFIG=/design/flow/config.mk WORK_HOME=/design/flow/orfs finish
==> design/flow/config.mk <==
export PLATFORM = sky130hd
export DESIGN_NAME = CSA_MUX
export DESIGN_NICKNAME = CSA_MUX
export VERILOG_FILES = /design/flow/design.v
export SDC_FILE = /design/flow/constraint.sdc
export NUM_CORES = 4
export LEC_CHECK = 1
export CORE_AREA = 10 10 221 221
export DIE_AREA = 0 0 231 231
==> design/flow/constraint.sdc <==
current_design CSA_MUX

set clk_period 53.2
set clk_io_pct 0.2

create_clock -name clk0 -period $clk_period

set non_clock_inputs [all_inputs -no_clocks]
set_input_delay [expr $clk_period * $clk_io_pct] -clock clk0 $non_clock_inputs
set_output_delay [expr $clk_period * $clk_io_pct] -clock clk0 [all_outputs]
==> results.py <==
# Metrics from the implementation run
metrics = {
    "cts": {
        "ctsHoldBuffers": 0,
        "postCtsSetupRepairBufs": 0,
        "cts_resized": 0,
    },
    "floorplanning": {
        "rows": 77,
        "core_area_mm2": 0.0441,
        "fp.dieH_um": 231,
        "dieWidth_um": 231,
        "initCoreUtil": 0.201,
        "ioPinCount": 386,
        "chip_area_mm2": 0.0534,
    },
    "synth": {
        "yosys_cells": 1385,
        "yosys-top-cells-count": "a21oi_1, nand2_1, ha_1",
        "synthCells": 1385,
        "yosysSeqAreaShare": 0,
        "yosys.area.top_type": "ha_1",
        "most_common_cell": "a21oi_1",
        "mappedNetlistArea_mm2": 0.00889,
        "synthDistinctLibCells": 79,
        "synth_warnings": 0,
        "top_area_frac": 0.179,
        "yosysChipArea_mm2": 0.00889,
        "synth.avg_cell_area_um2": 6.42,
        "synthTopCellsByArea": "ha_1, a21oi_1, xnor2_1, o21ai_0, nand2_1",
    },
    "final_timing": {
        "period_needed_ps": 26240,
        "hold_viol": 0,
        "worstMarginPinSlew_ps": 738,
        "max_freq_ghz": 0.0381,
        "setup_tns_ps": 0,
        "finalClockPeriodUsage": 0.493,
        "grt_setup_unrepaired": "false",
        "slew_viol_final": 0,
        "setup_viol": 0,
        "max_slew_margin": 0.503,
    },
    "job": {
        "cap_violations": 0,
        "warning_count": 32,
    },
    "route": {
        "vias": 11500,
        "vias_per_cell": 5.06,
        "antenna_cells": 0,
        "drc_errors": 0,
        "first_pass_iters": 5,
        "wire_per_inst_um": 20.5,
        "drtIter0Drc": 748,
        "drt_wl_total_um": 46700,
        "antenna_left": 0,
    },
    "critical_path": {
        "cp_max_fo": 5,
        "crit_start": "a[0]",
        "worstPathRequired_ps": 42560,
        "end_kind": "output pin",
        "critPathKind": "in2out",
        "startpoint_type": "input port",
        "cp-endpoint": "sum[72]",
        "crit_arrival_ps": 15600,
    },
    "place": {
        "globalplace.congestion": 0.960,
        "portBuffers": 386,
        "hpwlAfterDp_um": 42100,
    },
    "pwr": {
        "power.density_mw_per_mm2": 14.1,
        "power_mw": 0.185,
        "vdd_drop_max_v": 0.00000623,
        "leakage_nw": 5.10,
    },
    "cells_and_area": {
        "drive_gt1_frac": 0.0183,
        "seq_cell_count": 0,
        "fin_util": 0.297,
        "final.clkbuf_count": 0,
        "layout-area-overhead-vs-synth_pct": 47.5,
        "seqCellArea_um2": 0,
    },
    "global_routing": {
        "gr-max-usage-layer": "met2",
        "grt_pass1_wl_um": 69900,
        "grt_use_total": 0.167,
        "grt_pass1_vias": 11400,
        "grtUsageMet1": 0.228,
        "grt_max_degree": 13,
        "grt_use_met2": 0.281,
        "grt-ovfl-total": 0,
        "met3_usage": 0.0211,
        "antenna_found_initial": 0,
    },
    "run_status": {
        "status": "finished, final reports clean",
    },
    "min_path": {
        "hp-class": "in2out",
    },
}
[critical path: stages]
cell             delay (ps)
clkdlybuf4s50_1         440
fa_1                    490
fa_1                    450
a211oi_1                380
o211ai_1                210
a32oi_1                 540
o211ai_1                250
nor2b_1                 220
a211oi_1                460
nor2_1                  110
a31oi_1                 520
o21ai_0                 210
xor2_1                  180
clkdlybuf4s50_1         500
[layout by cell type, fill, tap and decap left out, drive strengths merged, types with 3 or more instances in the layout]
master,Yosys,layout
clkdlybuf4s50,0,386
a21oi,207,207
nand2,137,137
ha,127,127
nor2,125,125
o21ai,120,120
nand4,82,82
xnor2,73,73
a21o,62,62
o21bai,48,48
xor2,45,45
inv,43,43
nor3,35,35
nand3,18,18
a31oi,14,14
a211oi,12,12
o21a,11,11
and4,11,11
o31ai,11,11
o211ai,10,10
nand2b,10,10
a21boi,10,10
or2,9,9
a221oi,8,8
nor2b,8,8
and3,7,7
nor4,5,5
or3,5,5
o2111ai,4,4
a2111oi,4,4
o2bb2ai,3,3
and2,3,3
o311a,3,3
or4,3,3
[power by group]
group          total, mW  leakage (nW)  internal, mW  switching [mW]
Combinational      0.185          5.10        0.0960          0.0889
Clock                  0             0             0               0
Sequential             0             0             0               0
Total              0.185          5.10        0.0960          0.0889
[layout make-up]
class | count | area, um^2
Fill cell | 4861 | 31000
Inverter | 43 | 161
Multi-Input combinational cell | 1259 | 8330
Tap cell | 592 | 741
Timing Repair Buffer | 388 | 3880
[through the flow]
step / setup WS, ps / instances / instance area, um^2 / hold slack, ps
3_5_place_dp: 26980 / 2282 / 13100 / 22380
3_3_place_gp: 27140 / 2282 / 13100 / 22410
2_1_floorplan: 28970 / 1385 / 8890 / 21380
4_1_cts: 26960 / 2282 / 13100 / 22390
5_1_grt: 26640 / 2282 / 13100 / 22400
6_report: 26960 / 2282 / 13100 / 22380
[routing by layer]
metal	wire length (um)	up-vias
met5	0	-
met4	896	0
met3	2390	30
met2	22100	400
met1	21300	5330
li1	-	5780
[worst min-delay path by stage]
stage | slack, ps | cells after the start | from | endpoint
after CTS | 22390 | 3 | cin | sum[0]
after global routing | 22400 | 3 | cin | sum[0]
final | 22380 | 3 | cin | sum[0]
[cells by family after synthesis]
kind of cell	after synthesis	share of synthesized area
AND-OR/OR-AND	545	0.379
XOR/XNOR	118	0.116
adder cells (fa/ha/maj)	129	0.183
buffers and inverters	126	0.0632
multiplexers	1	0.00113
AND/OR/NAND/NOR	466	0.257
Power and IR drop assume default switching activity.
